### /design/flow/design.v
module dual_port_bram #(
  ADDR_WIDTH=8,
  DATA_WIDTH=32
)(
  input  logic                  clk,
  input  logic                  wr_en,
  input  logic [ADDR_WIDTH-1:0] write_addr,
  input  logic [DATA_WIDTH-1:0] write_data,
  input  logic [ADDR_WIDTH-1:0] read_addr,
  output logic [DATA_WIDTH-1:0] read_data
);
  localparam MEM_DEPTH = 1 << ADDR_WIDTH;
  logic [DATA_WIDTH-1:0] mem [MEM_DEPTH-1:0];
  always_ff @(posedge clk) begin
    if (wr_en)
      mem[write_addr] <= write_data;
    read_data <= (wr_en && (read_addr == write_addr)) ? write_data : mem[read_addr];
  end
endmodule : dual_port_bram
module dual_port_bram_r #(
  ADDR_WIDTH=8,
  DATA_WIDTH=32
)(
  input  logic                  clk,
  input  logic                  reset,
  output logic                  reset_done,
  input  logic                  wr_en,
  input  logic [ADDR_WIDTH-1:0] write_addr,
  input  logic [DATA_WIDTH-1:0] write_data,
  input  logic [ADDR_WIDTH-1:0] read_addr,
  output logic [DATA_WIDTH-1:0] read_data
);
  localparam MEM_DEPTH = 1 << ADDR_WIDTH;
  logic [ADDR_WIDTH:0]   reset_counter;
  logic                  wr_en_mux;
  logic [ADDR_WIDTH-1:0] wr_addr_mux;
  logic [DATA_WIDTH-1:0] wr_data_mux;
  assign reset_done = (reset_counter == MEM_DEPTH);
  always_ff @(posedge clk) begin
    if (reset)
      reset_counter <= 0;
    else if (~reset_done)
      reset_counter <= reset_counter + 1;
  end
  assign wr_en_mux = ~reset_done ? 1 : wr_en;
  assign wr_addr_mux = ~reset_done ? reset_counter[ADDR_WIDTH-1:0] : write_addr;
  assign wr_data_mux = ~reset_done ? '0 : write_data;
  dual_port_bram #(
    .ADDR_WIDTH(ADDR_WIDTH),
    .DATA_WIDTH(DATA_WIDTH)
  ) bram (
    .clk,
    .wr_en(wr_en_mux),
    .write_addr(wr_addr_mux),
    .write_data(wr_data_mux),
    .read_addr,
    .read_data
  );
endmodule : dual_port_bram_r
### /design/flow/run.sh
#!/bin/bash
# OpenROAD 26Q1-2900-gdf79404cd8, Yosys 0.63+post, stock flow scripts
make -C /OpenROAD-flow-scripts/flow DESIGN_CONFIG=/design/flow/config.mk WORK_HOME=/design/flow/orfs finish
### /design/flow/config.mk
export PLATFORM = sky130hd
export DESIGN_NAME = dual_port_bram_r
export DESIGN_NICKNAME = dual_port_bram_r
export VERILOG_FILES = /design/flow/design.v
export SDC_FILE = /design/flow/constraint.sdc
export NUM_CORES = 4
export LEC_CHECK = 1
export CORE_UTILIZATION = 40
export SYNTH_MEMORY_MAX_BITS = 65536
### /design/flow/constraint.sdc
current_design dual_port_bram_r

set clk_period 292.8
set clk_io_pct 0.2

create_clock -name clk0 -period $clk_period [get_ports {clk}]

set non_clock_inputs [all_inputs -no_clocks]
set_input_delay [expr $clk_period * $clk_io_pct] -clock clk0 $non_clock_inputs
set_output_delay [expr $clk_period * $clk_io_pct] -clock clk0 [all_outputs]
==> out/qor.json <==
{
  "cts-root-to-sink-buffers": {"value": 4},
  "ctsRootBufferMaster": {"value": "clkbuf_16"},
  "holdPathStages": {"value": 2},
  "ys_async_sr_fraction": {"value": 0, "unit": "%"},
  "setup_viol_count_final": {"value": 0},
  "status": {"value": "complete, but fails checks"},
  "ys_seq_share": {"value": 78.1, "unit": "%"},
  "period_minus_slack": {"value": 68270, "unit": "ps"},
  "dieArea": {"value": 792000, "unit": "sq um"},
  "dp_cells": {"value": 25400},
  "grt_pass1_vias": {"value": 169000},
  "timing.critical_path.arrival": {"value": 9710, "unit": "ps"},
  "worstRegToRegCells": {"value": 12},
  "relSlewSlack": {"value": -7.09, "unit": "%"},
  "grt_overflow": {"value": 0},
  "cts.htree.levels": {"value": 6},
  "grt_first_pass_wirelength": {"value": 1320000, "unit": "um"},
  "rows": {"value": 325},
  "grt_use_total": {"value": 26.3, "unit": "%"},
  "critical-path-top-cell-by-count": {"value": "buf_4"},
  "cts_post_setup_buffers_inserted": {"value": 0},
  "route.antenna.remaining_nets": {"value": 0},
  "postCtsHoldBufs": {"value": 0},
  "slew_violations": {"value": 4},
  "y_dimension_of_the_die": {"value": 890, "unit": "um"},
  "worstSetupStartpointType": {"value": "flop"},
  "detailroute.via_count": {"value": 158000},
  "grt_max_degree": {"value": 157},
  "power_per_cell_area": {"value": 6.54, "unit": "nW/um^2"},
  "r2r_slack": {"value": 287600, "unit": "ps"},
  "io-pin-count": {"value": 84},
  "floorplan_core_density": {"value": 40.2, "unit": "%"},
  "failed_checks": {"value": "max-capacitance violations, max-slew violations"},
  "worst_skew_pair.late_latency": {"value": 1190, "unit": "ps"},
  "p_leak": {"value": 96.2, "unit": "nW"},
  "share_of_final_layout_standard_cells_stronger_than_drive_strength_1": {"value": 23.9, "unit": "%"},
  "setup_tns": {"value": 0, "unit": "ps"},
  "timing.critical_path.required": {"value": 234240, "unit": "ps"},
  "initialDrtViolationCount": {"value": 11800},
  "finalWirelength": {"value": 945000, "unit": "um"},
  "max_freq": {"value": 14.6, "unit": "MHz"},
  "cts_tree": {"value": "built"},
  "log.warning_count": {"value": 42},
  "yosysWarnings": {"value": 2},
  "multi_input_logic_area": {"value": 65900, "unit": "sq um"},
  "post_cts.resized_instances": {"value": 0},
  "gp_congestion": {"value": 0.938},
  "worst_r2r_endpoint": {"value": "bram.mem[7][10]"},
  "timing_worst_setup_path_type": {"value": "reg -> out"},
  "holdPathEnd": {"value": "reset_counter[8]"},
  "drcViolationCount": {"value": 0},
  "number_of_standard_cells_reported_by_yosys": {"value": 14700},
  "hold_violations": {"value": 0},
  "port_buffers": {"value": 83},
  "edf_count": {"value": 8192},
  "crit_path_end_kind": {"value": "primary output"},
  "lay_top_count": {"value": "edfxtp_1"},
  "cp_slowest_cell": {"value": "dfxtp_4"},
  "numCtsBuffers": {"value": 811},
  "most_used_dff_post_synth": {"value": "edfxtp_1"},
  "core": {"value": 784000, "unit": "sq um"},
  "worstHoldStart": {"value": "reset_counter[8]"},
  "timing.rr.start": {"value": "reset_counter[0]"},
  "slowest_delay": {"value": 800, "unit": "ps"},
  "areaGrowthSynthToFinish": {"value": 13.9, "unit": "%"},
  "power.ir.vdd_worst": {"value": 0.00000658, "unit": "V"},
  "crit_chain": {"value": "buf_4 > buf_4 > buf_4 > buf_12 > buf_4 > buf_4 > mux2i_1 > o221ai_1 > nor3_1 > nor3_1 > buf_4 > nand4_1 > a211o_1 > buf_4 > nor3_2 > buf_4 > clkdlybuf4s50_1"},
  "cts.reportedPaths.clkPinSlew": {"value": 60, "unit": "ps"},
  "die_width": {"value": 890, "unit": "um"},
  "firstDrtPassIters": {"value": 5},
  "layout.area.seq": {"value": 246000, "unit": "sq um"},
  "post-route-period-util": {"value": 23.3, "unit": "%"},
  "drt-wirelength-per-cell": {"value": 35.2, "unit": "um"},
  "rsz0062_at_grt": {"value": "no"},
  "instances_no_fill": {"value": 26900},
  "synth_cell_type_count": {"value": 80},
  "cell_area_after_technology_mapping": {"value": 315000, "unit": "sq um"},
  "worst_slew_pin_slew": {"value": 1590, "unit": "ps"},
  "yosys.stat.chipArea": {"value": 315000, "unit": "sq um"},
  "cp_max_fo": {"value": 62},
  "viasPerCell": {"value": 5.88},
  "final_layout_top_logic_cells": {"value": "edfxtp_1, mux4_2, mux2i_1"},
  "filler_cell_count": {"value": 63900},
  "syn_avg_cell_area": {"value": 21.4, "unit": "sq um"},
  "syn_inst": {"value": 14700},
  "total_power": {"value": 2.35, "unit": "mW"},
  "cts.sinks": {"value": 8209},
  "clock_skew": {"value": 82.2, "unit": "ps"},
  "yosys_register_bits": {"value": 8209},
  "hpwlAfterDp": {"value": 572000, "unit": "um"},
  "antenna_found_initial": {"value": 58},
  "min_path_type": {"value": "reg -> reg"},
  "postLayoutCoreUtil": {"value": 45.8, "unit": "%"},
  "drv_cap": {"value": 3}
}
-- synth_stat cells (32+ instances only) --
library cell / number / area (sq um)
edfxtp_1: 8192 / 246000
nor4_1: 79 / 494
nand3_1: 63 / 315
nand2b_1: 32 / 200
a21oi_1: 169 / 846
buf_8: 45 / 676
o221ai_1: 234 / 2050
nor3_1: 410 / 2050
buf_1: 52 / 195
buf_4: 89 / 668
mux2i_1: 1200 / 12000
or3_1: 36 / 225
nand4_1: 59 / 369
a22o_1: 74 / 648
buf_2: 205 / 1030
and2_1: 39 / 244
nand2_1: 204 / 766
a22oi_1: 272 / 2040
a211oi_1: 104 / 781
nor2_1: 385 / 1450
o21ai_0: 87 / 435
o22ai_1: 425 / 2660
buf_6: 112 / 1260
clkbuf_1: 352 / 1320
a221oi_1: 132 / 1160
mux4_2: 1426 / 32100
-- power breakdown --
part / internal [mW] / switching [mW] / leakage (nW)
Clock: 0.547 / 0.445 / 12.2
Sequential: 1.27 / 0.000897 / 59.2
Combinational: 0.0267 / 0.0540 / 24.9
-- registers in the layout (all words and copies together) (netlist names), named ones only --
signal and count:
bram.mem 8192, reset_counter 9
-- through the flow --
step           hold WS (ps)  area (sq um)  setup WS [ps]
3_3_place_gp            495        334000         225300
5_1_grt                 582        359000         224030
4_1_cts                 522        359000         224040
2_1_floorplan           472        315000         230130
6_report                522        359000         224530
3_5_place_dp            503        334000         225350
-- worst max-delay path by stage --
stage / slack, ps / cells after the start / end
finish: 224530 / 17 / read_data[25]
global route: 224030 / 17 / read_data[25]
CTS: 224040 / 17 / read_data[25]
-- final cells by class --
class                      count  share of cell area (%)
sequential                  8209                    68.6
clock inverter               439                    1.10
antenna                       54                  0.0376
multi-input combinational   5637                    18.4
inverter                      13                  0.0157
tap                        10500                    3.65
timing repair buffer        1037                    2.31
clock buffer                1024                    5.90
-- worst max-delay path, delay by kind of cell (launching register included) --
kind | cells | cell delay, ps
buf+inv | 10 | 4870
simple gates | 4 | 1420
compound gates | 2 | 950
flops | 1 | 800
mux | 1 | 180
-- cell families (layout without fill, tap and decap cells) --
logic type	after synthesis	count (layout)	synth area share [%]
AOI/OAI and AO/OA	1568	1568	3.56
xor gates and xnor gates	6	6	0.0167
adders and majority gates	2	2	0.00794
buffers and inverters	903	2513	1.82
DFF	8209	8209	78.1
muxes	2660	2660	14.3
other	0	54	0
and+or+nand+nor	1401	1401	2.19
-- layer usage --
layer | routed length, um | track usage, % | part of all wire, %
met5 | 2820 | 3.85 | 0.30
met4 | 50000 | 10.1 | 5.3
met3 | 194000 | 23.6 | 21
met2 | 420000 | 36.2 | 44
met1 | 278000 | 28.8 | 29
Power figures rest on the tool's default switching activity, not on a simulated workload.
