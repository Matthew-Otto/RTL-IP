File: flow/design.v
module axi_lite_write_fifo #(
  ADDRESS = 'h0000_0000,
  ADDR_WIDTH = 32,
  BUS_WIDTH = 32,
  DEPTH = 8
) (
  input  logic                      clk,
  input  logic                      reset,
  output logic                      s_axi_awready,
  input  logic                      s_axi_awvalid,
  input  logic [ADDR_WIDTH-1:0]     s_axi_awaddr,
  input  logic [2:0]                s_axi_awprot,
  output logic                      s_axi_wready,
  input  logic                      s_axi_wvalid,
  input  logic [3:0]                s_axi_wstrb,
  input  logic [BUS_WIDTH-1:0]      s_axi_wdata,
  input  logic                      s_axi_bready,
  output logic                      s_axi_bvalid,
  output logic [1:0]                s_axi_bresp,
  input  logic                      ready_out,
  output logic                      valid_out,
  output logic [BUS_WIDTH-1:0]      data_out
);
  localparam WORD_OFFSET = BUS_WIDTH / 8;
  localparam ADDR_ALIGN = $clog2(WORD_OFFSET);
  localparam ADDR_SIZE = $clog2(DEPTH);
  logic valid_in;
  logic [BUS_WIDTH-1:0] data_in;
  logic full, empty, write, read;
  logic [ADDR_SIZE-1:0] wr_ptr, rd_ptr, size;
  logic [BUS_WIDTH-1:0] buffer [DEPTH-1:0];
  assign full = (size == DEPTH-1);
  assign empty = (size == 0);
  assign valid_out = ~empty;
  assign data_out = buffer[rd_ptr];
  assign write = valid_in && ~full;
  assign read = ready_out && ~empty;
  always_ff @(posedge clk) begin
    if (reset) begin
      size <= 0;
      wr_ptr <= 0;
      rd_ptr <= 0;
    end else begin
      if (write) begin
        buffer[wr_ptr] <= data_in;
        wr_ptr <= wr_ptr + 1;
      end
      if (read) begin
        rd_ptr <= rd_ptr + 1;
      end
      case ({write, read})
        2'b10 : size <= size + 1;
        2'b01 : size <= size - 1;
        default;
      endcase
    end
  end
  localparam
    RSP_OKAY = 2'b00,
    RSP_EXOKAY = 2'b01,
    RSP_SLVERR = 2'b10,
    RSP_DECERR = 2'b11;
  logic [ADDR_WIDTH-1:0] addr_b;
  logic [3:0]            data_strb_b;
  logic [31:0]           data_b;
  logic [1:0]            resp_b;
  enum {
    READY,
    VALID_ADDR,
    VALID_DATA,
    WRITE,
    READY_PEND_RSP,
    VALID_ADDR_PEND_RSP,
    VALID_DATA_PEND_RSP,
    WRITE_PEND_RSP
  } state, next_state;
  always_ff @(posedge clk) begin
    if (reset) state <= READY;
    else       state <= next_state;
    if (s_axi_awready && s_axi_awvalid)
      addr_b <= s_axi_awaddr;
    if (s_axi_wready && s_axi_wvalid) begin
      data_b <= s_axi_wdata;
      data_strb_b <= s_axi_wstrb;
    end
    if (state == WRITE)
      resp_b <= s_axi_bresp;
  end
  always_comb begin
    next_state = state;
    s_axi_awready = 0;
    s_axi_wready = 0;
    s_axi_bvalid = 0;
    s_axi_bresp = RSP_OKAY;
    valid_in = 0;
    case (state)
      READY : begin
        s_axi_awready = ~full;
        s_axi_wready = ~full;
        case ({~full, s_axi_awvalid, s_axi_wvalid})
          3'b111 : next_state = WRITE;
          3'b110 : next_state = VALID_ADDR;
          3'b101 : next_state = VALID_DATA;
          default: next_state = state;
        endcase
      end
      VALID_ADDR : begin
        s_axi_wready = 1;
        if (s_axi_wvalid)
          next_state = WRITE;
      end
      VALID_DATA : begin
        s_axi_awready = 1;
        if (s_axi_awvalid)
          next_state = WRITE;
      end
      WRITE : begin
        s_axi_bvalid = 1;
        if (addr_b[ADDR_WIDTH-1:ADDR_ALIGN] == ADDRESS>>ADDR_ALIGN) begin
          valid_in = 1;
          s_axi_bresp = RSP_OKAY;
        end else begin
          s_axi_bresp = RSP_SLVERR;
        end
        s_axi_awready = 1;
        s_axi_wready = 1;
        case ({s_axi_awvalid, s_axi_wvalid, s_axi_bready})
          3'b001 : next_state = READY;
          3'b101 : next_state = VALID_ADDR;
          3'b011 : next_state = VALID_DATA;
          3'b111 : next_state = WRITE;
          3'b000 : next_state = READY_PEND_RSP;
          3'b100 : next_state = VALID_ADDR_PEND_RSP;
          3'b010 : next_state = VALID_DATA_PEND_RSP;
          3'b110 : next_state = WRITE_PEND_RSP;
        endcase
      end
      READY_PEND_RSP : begin
        s_axi_bvalid = 1;
        s_axi_bresp = resp_b;
        s_axi_awready = 1;
        s_axi_wready = 1;
        case ({s_axi_awvalid, s_axi_wvalid, s_axi_bready})
          3'b111 : next_state = WRITE;
          3'b101 : next_state = VALID_ADDR;
          3'b011 : next_state = VALID_DATA;
          3'b001 : next_state = READY;
          3'b110 : next_state = WRITE_PEND_RSP;
          3'b100 : next_state = VALID_ADDR_PEND_RSP;
          3'b010 : next_state = VALID_DATA_PEND_RSP;
          3'b000 : next_state = READY_PEND_RSP;
        endcase
      end
      VALID_ADDR_PEND_RSP : begin
        s_axi_bvalid = 1;
        s_axi_bresp = resp_b;
        s_axi_wready = 1;
        case ({s_axi_wvalid, s_axi_bready})
          2'b10 : next_state = WRITE_PEND_RSP;
          2'b01 : next_state = VALID_ADDR;
          2'b11 : next_state = WRITE;
          2'b00 : next_state = VALID_ADDR_PEND_RSP;
        endcase
      end
      VALID_DATA_PEND_RSP : begin
        s_axi_bvalid = 1;
        s_axi_bresp = resp_b;
        s_axi_awready = 1;
        case ({s_axi_awvalid, s_axi_bready})
          2'b10 : next_state = WRITE_PEND_RSP;
          2'b01 : next_state = VALID_DATA;
          2'b11 : next_state = WRITE;
          2'b00 : next_state = VALID_DATA_PEND_RSP;
        endcase
      end
      WRITE_PEND_RSP : begin
        s_axi_bvalid = 1;
        s_axi_bresp = resp_b;
        if (s_axi_bready)
          next_state = WRITE;
      end
    endcase
    for (int i = 0; i < BUS_WIDTH/8; i++)
      data_in[i*8+:8] = data_strb_b[i] ? data_b[i*8+:8] : '0;
  end
endmodule : axi_lite_write_fifo
File: flow/run.sh
#!/bin/bash
# OpenROAD 26Q1-2900-gdf79404cd8, Yosys 0.63+post, stock flow scripts
make -C /OpenROAD-flow-scripts/flow DESIGN_CONFIG=/design/flow/config.mk WORK_HOME=/design/flow/orfs finish
File: flow/config.mk
export PLATFORM = sky130hd
export DESIGN_NAME = axi_lite_write_fifo
export DESIGN_NICKNAME = axi_lite_write_fifo
export VERILOG_FILES = /design/flow/design.v
export SDC_FILE = /design/flow/constraint.sdc
export NUM_CORES = 4
export LEC_CHECK = 1
export CORE_UTILIZATION = 40
File: flow/constraint.sdc
current_design axi_lite_write_fifo

set clk_period 6.9
set clk_io_pct 0.2

create_clock -name clk0 -period $clk_period [get_ports {clk}]

set non_clock_inputs [all_inputs -no_clocks]
set_input_delay [expr $clk_period * $clk_io_pct] -clock clk0 $non_clock_inputs
set_output_delay [expr $clk_period * $clk_io_pct] -clock clk0 [all_outputs]
==> flow_summary.html <==
<h3>Run summary</h3>
<table>
<tr><th>Metric</th><th>Value</th></tr>
<tr><th colspan="2">Cells and area</th></tr>
<tr><td>Final Instance Count excl. Fillers</td><td>1139</td></tr>
<tr><td>Post-layout instance area</td><td>0.0156 mm^2</td></tr>
<tr><td>Post-Route Utilization</td><td>49.2%</td></tr>
<tr><td>Synth-to-layout area growth</td><td>20.7%</td></tr>
<tr><td>Share of layout cells above drive strength 1</td><td>18.5%</td></tr>
<tr><td>Count of fill cells added during filler insertion</td><td>2459</td></tr>
<tr><th colspan="2">Final timing</th></tr>
<tr><td>Post-layout minimum cycle time</td><td>4.68 ns</td></tr>
<tr><td>Total count of hold-check failures in the final report</td><td>0</td></tr>
<tr><td>Setup repair after global routing missed its margin</td><td>no</td></tr>
<tr><td>Fin crit share</td><td>67.8%</td></tr>
<tr><td>Timing-limited maximum frequency</td><td>0.214 GHz</td></tr>
<tr><td>Worst relative slew slack</td><td>50.0%</td></tr>
<tr><td>Transition time at the pin with the least slew margin</td><td>0.750 ns</td></tr>
<tr><td>Final slew viol count</td><td>0</td></tr>
<tr><td># setup viols final</td><td>0</td></tr>
<tr><td>Setup tns final</td><td>0 ns</td></tr>
<tr><td>Worst Setup Slack, final</td><td>2.22 ns</td></tr>
<tr><td>Max Clock Skew</td><td>0.0126 ns</td></tr>
<tr><th colspan="2">Route</th></tr>
<tr><td>Vias per inst</td><td>5.15</td></tr>
<tr><td>Total inserted antenna cells</td><td>0</td></tr>
<tr><td>Total DRC errors in the routed layout</td><td>0</td></tr>
<tr><td>Mean routed wirelength per cell</td><td>20.7 um</td></tr>
<tr><td>DR iter-0 viols</td><td>231</td></tr>
<tr><td>Residual antenna-violating net count after detailed routing</td><td>0</td></tr>
<tr><td>Via count</td><td>5869</td></tr>
<tr><td>DR pass1 iterations</td><td>6</td></tr>
<tr><td>Final Routed Wirelength</td><td>23600 um</td></tr>
<tr><th colspan="2">Global route</th></tr>
<tr><td>Number of antenna violations at the first check in global routing</td><td>0</td></tr>
<tr><td>Wire length of the first global-routing pass</td><td>36000 um</td></tr>
<tr><td>Largest net degree at the start of global routing</td><td>55</td></tr>
<tr><td>Number of global-route vias before repair</td><td>6574</td></tr>
<tr><td>Global route overflow</td><td>0</td></tr>
<tr><td>GR Util All Layers</td><td>16.1%</td></tr>
<tr><th colspan="2">Job</th></tr>
<tr><td>Stage-log warning count</td><td>30</td></tr>
<tr><td>Max cap viols</td><td>0</td></tr>
<tr><th colspan="2">Setup path</th></tr>
<tr><td>Sequence of cells on the critical path</td><td>buf_4 -&gt; mux4_1 -&gt; mux2_2 -&gt; clkdlybuf4s50_1</td></tr>
<tr><td>CP peak stage delay</td><td>0.79 ns</td></tr>
<tr><td>Nature of the critical path endpoint</td><td>output pin</td></tr>
<tr><td>Required arrival time at the worst endpoint</td><td>5.52 ns</td></tr>
<tr><td>Critical path arrival</td><td>3.30 ns</td></tr>
<tr><td>Delay-heaviest family, CP</td><td>buffers and inverters</td></tr>
<tr><td>Timing endpoint of the critical path</td><td>data_out[18]</td></tr>
<tr><td>Worst r2r dst</td><td>buffer[2][1]</td></tr>
<tr><td>Instance count on the critical path</td><td>4</td></tr>
<tr><td>Crit Path Category</td><td>register to output pin</td></tr>
<tr><td>Slowest cell on crit path</td><td>sky130_fd_sc_hd__dfxtp_4</td></tr>
<tr><td>Register-to-Register Setup Slack</td><td>3.87 ns</td></tr>
<tr><td>Count of cells along the worst register-to-register path</td><td>5</td></tr>
<tr><td>Origin of the critical flop-to-flop path</td><td>addr_b[11]</td></tr>
<tr><td>Startpoint Class</td><td>register</td></tr>
<tr><td>Buf/Inv on CP</td><td>2</td></tr>
<tr><td>Maximum fanout encountered on the critical timing path</td><td>35</td></tr>
<tr><th colspan="2">Synthesis</th></tr>
<tr><td>Yosys Warn Count</td><td>1</td></tr>
<tr><td>Top cell type by total area after synthesis</td><td>sky130_fd_sc_hd__edfxtp_1</td></tr>
<tr><td>Largest type area fraction</td><td>75.5%</td></tr>
<tr><td>Most used flip-flop cell after synthesis</td><td>sky130_fd_sc_hd__edfxtp_1</td></tr>
<tr><td>Chip area estimate from yosys synthesis</td><td>0.0129 mm^2</td></tr>
<tr><td>Instance tally after logic synthesis</td><td>573</td></tr>
<tr><td>Synth cell types</td><td>37</td></tr>
<tr><td>Number of enable-type register cells in the synthesized netlist</td><td>324</td></tr>
<tr><td>Proportion of synthesized flip-flops having asynchronous set or reset</td><td>0%</td></tr>
<tr><td>Avg Synthesized Cell Area</td><td>22.5 um^2</td></tr>
<tr><td>Leading post-synthesis cells by instance count</td><td>sky130_fd_sc_hd__edfxtp_1 (324), sky130_fd_sc_hd__mux4_1 (40), sky130_fd_sc_hd__and2_1 (35)</td></tr>
<tr><td>Share of the yosys chip area belonging to registers</td><td>77.8%</td></tr>
<tr><td>Count leader, synth</td><td>sky130_fd_sc_hd__edfxtp_1</td></tr>
<tr><td>Number of cells in the yosys synthesis report</td><td>573</td></tr>
<tr><td>Cell types with the largest area share after synthesis</td><td>sky130_fd_sc_hd__edfxtp_1 (76%), sky130_fd_sc_hd__mux4_1 (8.2%), sky130_fd_sc_hd__mux4_2 (4.2%)</td></tr>
<tr><td>Number of storage elements in the synthesis netlist</td><td>339</td></tr>
<tr><td>Cell area after synthesis</td><td>0.0129 mm^2</td></tr>
<tr><th colspan="2">Clock network</th></tr>
<tr><td>Number of sinks on the clock net</td><td>339</td></tr>
<tr><td>Late-Pin Clk Latency</td><td>0.50 ns</td></tr>
<tr><td># resized after CTS</td><td>0</td></tr>
<tr><td>TritonCTS buffer count</td><td>37</td></tr>
<tr><td>Post-CTS setup buffer count</td><td>0</td></tr>
<tr><td>H-tree levels</td><td>2</td></tr>
<tr><td>TritonCTS clock tree</td><td>yes</td></tr>
<tr><td>Number of buffers inserted for hold repair after clock tree synthesis</td><td>0</td></tr>
<tr><td>Clock Tree Buf Depth</td><td>3</td></tr>
<tr><td>Clock transition time at the flip-flop clock pins of the worst setup and hold paths</td><td>0.06 ns</td></tr>
<tr><td>Clk Tree Root Cell</td><td>sky130_fd_sc_hd__clkbuf_16</td></tr>
<tr><th colspan="2">Placement</th></tr>
<tr><td>Routability congestion estimate from global placement</td><td>0.728</td></tr>
<tr><td>Post-Place Cells</td><td>1075</td></tr>
<tr><td>Pre-CTS worst setup slack</td><td>2.68 ns</td></tr>
<tr><td>Area after DPL</td><td>0.0144 mm^2</td></tr>
<tr><td>I/O Buffers</td><td>109</td></tr>
<tr><td>Post-DP HPWL</td><td>12900 um</td></tr>
<tr><th colspan="2">Die</th></tr>
<tr><td>Core area</td><td>0.0316 mm^2</td></tr>
<tr><td>Number of rows in the core area</td><td>65</td></tr>
<tr><td>Width of the chip</td><td>181 um</td></tr>
<tr><td>Initial cell density of the core</td><td>40.7%</td></tr>
<tr><td>Die area</td><td>0.0329 mm^2</td></tr>
<tr><td>Die Height</td><td>181 um</td></tr>
<tr><td>Count of pins on the block boundary</td><td>115</td></tr>
<tr><th colspan="2">Worst hold path</th></tr>
<tr><td>Type of the tightest min-delay check</td><td>register to register</td></tr>
<tr><td>Worst min-delay path startpoint</td><td>rd_ptr[2]</td></tr>
<tr><th colspan="2">Run status</th></tr>
<tr><td>Result of the run</td><td>complete, no violations</td></tr>
<tr><th colspan="2">Power</th></tr>
<tr><td>Cell Pwr Density</td><td>268 mW/mm^2</td></tr>
<tr><td>Cell leakage power</td><td>5.02 nW</td></tr>
<tr><td>Peak supply drop</td><td>0.000191 V</td></tr>
</table>
[worst register-to-register path, stage by stage, from the launching register on]
cell and delay, ns:
sky130_fd_sc_hd__edfxtp_1 0.37, sky130_fd_sc_hd__nor4_1 0.33, sky130_fd_sc_hd__nand4_1 0.24, sky130_fd_sc_hd__nor3_2 0.57, sky130_fd_sc_hd__and4b_2 0.74, sky130_fd_sc_hd__buf_4 0.43
[state kept, by name (all words and copies together) (netlist names), named ones only]
signal,flops
addr_b,30
buffer,256
data_b,32
data_strb_b,4
rd_ptr,3
resp_b,2
size,3
state,3
wr_ptr,3
[power breakdown]
group / internal (mW) / total (mW) / switching [mW]
Clock: 1.06 / 1.78 / 0.724
Sequential: 2.29 / 2.30 / 0.0125
Combinational: 0.0481 / 0.0941 / 0.0459
Total: 3.39 / 4.18 / 0.782
[logic make-up (layout without fill, tap and decap cells)]
kind of cell               after synthesis  after routing  synth area share [%]
adders and majority gates                4              4                 0.447
muxes                                  100            100                  15.5
DFF                                    339            339                  77.8
and+or+nand+nor                         90             90                  4.25
xor gates and xnor gates                 4              4                 0.272
AOI/OAI and AO/OA                       10             10                 0.447
buffers and inverters                   26            190                  1.27
[cell usage in the layout, fill, tap and decap left out, types with 3 or more instances in the layout]
cell type,n
sky130_fd_sc_hd__clkbuf_1,9
sky130_fd_sc_hd__clkinv_1,4
sky130_fd_sc_hd__nor2b_1,4
sky130_fd_sc_hd__and4b_2,3
sky130_fd_sc_hd__clkbuf_16,38
sky130_fd_sc_hd__nor3_1,3
sky130_fd_sc_hd__clkdlybuf4s50_1,109
sky130_fd_sc_hd__nor2_1,13
sky130_fd_sc_hd__nand2b_1,4
sky130_fd_sc_hd__mux4_1,40
sky130_fd_sc_hd__inv_1,4
sky130_fd_sc_hd__clkinv_2,7
sky130_fd_sc_hd__nand2_1,4
sky130_fd_sc_hd__a21oi_1,4
sky130_fd_sc_hd__or3_1,4
sky130_fd_sc_hd__mux4_2,24
sky130_fd_sc_hd__edfxtp_1,324
sky130_fd_sc_hd__mux2_2,34
sky130_fd_sc_hd__nor4_1,7
sky130_fd_sc_hd__dfxtp_1,12
sky130_fd_sc_hd__ha_1,3
sky130_fd_sc_hd__xor2_1,3
sky130_fd_sc_hd__buf_4,13
sky130_fd_sc_hd__o21ai_0,4
sky130_fd_sc_hd__clkinvlp_4,3
sky130_fd_sc_hd__and2_1,34
[through the flow]
step | hold slack, ns | power (mW)
CTS | 0.543 | 4.23
finish | 0.538 | 4.18
global route | 0.563 | 4.32
global placement | 0.494 | 2.44
floorplan | 0.480 | 2.37
detailed placement | 0.527 | 2.44
[area by class of cell]
class	count	area, um^2	area share [%]
Multi-Input combinational cell	208	2700	17.4
Clock buffer	48	998	6.42
Timing Repair Buffer	122	1190	7.64
Clock inverter	16	111	0.716
Inverter	4	15.0	0.0965
Tap cell	402	503	3.23
Sequential cell	339	10000	64.5
[metal layers]
metal,GRT usage [%],up-vias,share of wire (%)
met4,2.71,0,2.0
met2,23.4,368,46
met5,0,-,0
li1,-,2674,-
met1,21.5,2793,37
met3,11.1,34,15
[how the worst min path moves through the flow]
stage | slack (ns) | cells past startpoint | end
4_1_cts | 0.54 | 2 | size[2]
5_1_grt | 0.56 | 2 | size[2]
6_report | 0.54 | 2 | register
Power figures rest on the tool's default switching activity, not on a simulated workload.
