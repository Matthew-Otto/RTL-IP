<file path="./run.sh">
#!/bin/bash
# OpenROAD 26Q1-2900-gdf79404cd8, Yosys 0.63+post, stock flow scripts
make -C /OpenROAD-flow-scripts/flow DESIGN_CONFIG=/design/flow/config.mk WORK_HOME=/design/flow/orfs finish
</file>
<file path="./config.mk">
export PLATFORM = sky130hd
export DESIGN_NAME = mdio_driver
export DESIGN_NICKNAME = mdio_driver
export VERILOG_FILES = /design/flow/design.v
export SDC_FILE = /design/flow/constraint.sdc
export NUM_CORES = 4
export LEC_CHECK = 1
export CORE_UTILIZATION = 50
</file>
<file path="./constraint.sdc">
current_design mdio_driver

set clk_period 4.6
set clk_io_pct 0.2

create_clock -name clk0 -period $clk_period [get_ports {clk}]

set non_clock_inputs [all_inputs -no_clocks]
set_input_delay [expr $clk_period * $clk_io_pct] -clock clk0 $non_clock_inputs
set_output_delay [expr $clk_period * $clk_io_pct] -clock clk0 [all_outputs]
</file>
<file path="./design.v">
module mdio_driver (
  input  logic clk,
  input  logic reset,
  output logic read_burst,
  output logic [4:0] read_addr,
  output logic [15:0] read_data,
  output logic enet_mdc,
  inout  logic enet_mdio
);
  localparam ROM_SIZE = 8;
  localparam ROM_ADDR = $clog2(ROM_SIZE);
  logic [15:0] rom [ROM_SIZE-1:0];
  initial begin
    rom[0] = 16'b01_01_00000_10110_10;
    rom[1] = 16'b0100_0000_0000_0001;
    rom[2] = 16'b01_01_00000_00000_10;
    rom[3] = 16'b0000_0001_0100_0000;
    rom[4] = 16'b01_01_00000_10110_10;
    rom[5] = 16'b0000_0000_0000_0000;
    rom[6] = 16'b01_01_00000_00000_10;
    rom[7] = 16'b1000_0001_0100_0000;
  end
  logic slow_clk;
  logic [4:0] cnt;
  always_ff @(posedge clk) begin
    if (reset || (cnt == 5'd24)) 
      cnt <= 0;
    else
      cnt <= cnt + 1;
    if (cnt == 5'd24)
      slow_clk <= ~slow_clk;
  end
  assign enet_mdc = slow_clk;
  logic        slow_reset;
  logic [14:0] reset_timer;
  always_ff @(posedge slow_clk or posedge reset) begin
    if (reset)
      reset_timer <= 15'd25000;
    else if (|reset_timer)
      reset_timer <= reset_timer - 1;
  end
  assign slow_reset = |reset_timer;
  logic mdio_in;
  logic mdio_ien;
  logic mdio_out;
  logic mdio_oen;
  logic reg_wr_p;
  logic reg_r_p;
  logic [15:0] shift_reg;
  logic [15:0] shift_reg_p;
  assign mdio_out = shift_reg[15];
  assign mdio_in = mdio_ien ? enet_mdio : 1'b0;
  assign enet_mdio = mdio_oen ? mdio_out : 1'bz;
  always_ff @(posedge slow_clk) begin
    for (int i = 0; i < 16; i++) begin
      if (i == 0) begin
        if (slow_reset)
          shift_reg[i] <= 1'b0;
        else
          shift_reg[i] <= reg_wr_p ? shift_reg_p[i] : mdio_in;
      end else begin
        if (slow_reset)
          shift_reg[i] <= 1'b0;
        else
          shift_reg[i] <= reg_wr_p ? shift_reg_p[i] : shift_reg[i-1];
      end
    end
  end
  logic              incr_ip;
  logic [ROM_ADDR:0] ip;
  logic [3:0]        bit_idx;
  enum {
    IDLE,
    PREAMBLE_H1,
    PREAMBLE_H2,
    INSTR_CTRL_W,
    INSTR_WRITE,
    INSTR_CTRL_R,
    INSTR_READ,
    WAIT,
    HALT
  } state, next_state;
  always_ff @(posedge slow_clk) begin
    if (slow_reset) state <= IDLE;
    else       state <= next_state;
    if (slow_reset) ip <= 0;
    else if (incr_ip) ip <= ip + 1;
    if (reg_wr_p) bit_idx <= 4'hf;
    else bit_idx <= bit_idx - 1;
  end
  always_comb begin
    next_state = state;
    reg_wr_p = 0;
    reg_r_p = 0;
    shift_reg_p = 0;
    incr_ip = 0;
    mdio_ien = 0;
    mdio_oen = 0;
    case (state)
      IDLE : begin
        if (ip == ROM_SIZE) begin
          next_state = HALT;
        end else if (rom[ip] == 16'hffff) begin
          next_state = WAIT;
        end else begin
          shift_reg_p = 16'hFFFF;
          reg_wr_p = 1;
          next_state = PREAMBLE_H1;
        end
      end
      PREAMBLE_H1 : begin
        mdio_oen = 1;
        if (bit_idx == 0) begin
          shift_reg_p = 16'hFFFF;
          reg_wr_p = 1;
          next_state = PREAMBLE_H2;
        end
      end
      PREAMBLE_H2 : begin
        mdio_oen = 1;
        if (bit_idx == 0) begin
          shift_reg_p = rom[ip];
          reg_wr_p = 1;
          incr_ip = 1;
          next_state = (rom[ip][13:12] == 2'b01) ? INSTR_CTRL_W : INSTR_CTRL_R;
        end
      end
      INSTR_CTRL_W : begin
        mdio_oen = 1;
        if (bit_idx == 0) begin
          shift_reg_p = rom[ip];
          reg_wr_p = 1;
          incr_ip = 1;
          next_state = INSTR_WRITE;
        end
      end
      INSTR_WRITE : begin
        mdio_oen = 1;
        if (bit_idx == 0)
          next_state = IDLE;
      end
      INSTR_CTRL_R : begin
        mdio_oen = |bit_idx[3:1];  
        if (bit_idx == 0) begin
          next_state = INSTR_READ;
        end
      end
      INSTR_READ : begin
        mdio_ien = 1;
        if (bit_idx == 0) begin
          reg_r_p = 1;
          next_state = IDLE;
        end
      end
      WAIT : begin
        if (bit_idx == 0) begin
          incr_ip = 1;
          next_state = IDLE;
        end
      end
    endcase
  end
  logic [15:0] read_buffer [31:0];
  logic [4:0] buffer_wr_addr;
  logic buffer_wr_latch;
  always_ff @(posedge slow_clk) begin
    if ((state == PREAMBLE_H2) && reg_wr_p)
      buffer_wr_addr <= rom[ip][6:2];
    buffer_wr_latch <= reg_r_p;
    if (slow_reset)
      for (int i = 0; i < 16; i++)
        read_buffer[i] <= 0;
    else if (buffer_wr_latch)
      read_buffer[buffer_wr_addr] <= shift_reg;
  end
  enum {
    READ_IDLE,
    READ_BURST,
    READ_HALT
  } read_burst_state;
  always_ff @(posedge clk) begin
    if (reset)
      read_burst_state <= READ_IDLE;
    else begin
      case (read_burst_state)
        READ_IDLE : begin
          if (state == HALT) begin
            read_burst_state <= READ_BURST;
            read_addr <= 0;
            read_burst <= 1;
          end
        end
        READ_BURST : begin
          if (read_addr == 5'h1f) begin
            read_burst_state <= READ_HALT;
            read_burst <= 0;
          end else begin
            read_addr <= read_addr + 1;
          end
        end
      endcase
    end
  end
  assign read_data = read_buffer[read_addr];
endmodule : mdio_driver
</file>
==> results.txt <==
Implementation results.

Before placement the cells fill 51.81% of the core. Counting tap cells, the placed design contains a total of 814 instances. The number of instances in the synthesized netlist is 529. The synthesis log from Yosys contains 2 warnings. The final RePlAce weighted congestion is 0.7562. The yosys stat cell total is 529. Once synthesis finished, the tally of register bits stood at 200.

The post-CTS setup buffer count is 0. The number of I/O pins is 26. The unique cell type count in the Yosys netlist is 51. The async set-or-reset flop fraction in the synthesized netlist is 7.500%. The timer found 186 register pins that no clock reaches; their paths are not timed. The post-synthesis xor/xnor area fraction is 2.200%. Yosys reports the multiplexer fraction of the synthesized area as 9.709%.

The number of unconstrained endpoints is 253. The prevailing logic family in the synthesized netlist is simple AND/OR/NAND/NOR gates. For this run, the register share of the synthesized area comes to 68.53%. The maximum count of clock buffers along a single path is 2. The quantity of gates resized following cts is 0. Per the placement log, port buffering inserted 24 buffers. The mean post-synth cell area is 15.05 um2. The chip area line in the Yosys stat output reads 7964 um2. Per the CTS log, the maximum H-tree level is 1. Measured along the x axis, the die boundary spans 128.2 um. The run stopped with a tool error.

The tool reported: "[error] [KeplerFormal.cpp:679] Workflow failed: Iso has multiple drivers: .enet_mdio0, enet_mdio$_SDFF_PP0_.Q0". Per the OpenROAD floorplan log, the height of the die is 128.2 um. The TritonCTS buffer count is 3. The total of hold buffers inserted after clock tree synthesis is 0. The simple-gate portion of the synthesized area is 10.37%. The stage where the run came to a stop is clock tree synthesis. The tree is rooted in a sky130_fd_sc_hd__clkbuf_16. Of the total synthesized cell area, the portion taken by full adders, half adders and majority gates is 2.042%. For this run, the leading register cell type out of synthesis is sky130_fd_sc_hd__edfxtp_1. After synthesis the cells add up to 7964 um2. Counting flops with a built-in enable in the synthesized netlist gives 137.

The synthesized-area fraction occupied by ao, oa, aoi and oai cells is 4.650%. The count of standard-cell rows is 45. The detailed placer's ending HPWL is 8500 um.
-- Yosys cell counts, types with 5 or more instances --
master                     instances  area (um2)
sky130_fd_sc_hd__nand3_1          13       65.06
sky130_fd_sc_hd__mux4_2           32       720.7
sky130_fd_sc_hd__a22o_1           16       140.1
sky130_fd_sc_hd__a31oi_1           5       31.28
sky130_fd_sc_hd__ha_1             13       162.7
sky130_fd_sc_hd__nand2_1          40       150.1
sky130_fd_sc_hd__dfrtp_1           9       225.2
sky130_fd_sc_hd__buf_2             5       25.02
sky130_fd_sc_hd__and2_1           36       225.2
sky130_fd_sc_hd__dfstp_2           6       157.7
sky130_fd_sc_hd__clkbuf_1         16       60.06
sky130_fd_sc_hd__dfxtp_1          48       960.9
sky130_fd_sc_hd__xor2_1            7       61.31
sky130_fd_sc_hd__a21oi_1          23       115.1
sky130_fd_sc_hd__xnor2_1          13       113.9
sky130_fd_sc_hd__edfxtp_1        137        4114
sky130_fd_sc_hd__inv_1            21       78.83
sky130_fd_sc_hd__nor3_1           13       65.06
sky130_fd_sc_hd__nor2_1           23       86.33
-- cell families after synthesis --
logic type,after synthesis
xor gates and xnor gates,20
DFF,200
AOI/OAI and AO/OA,56
muxes,37
other,1
and+or+nand+nor,155
buffers and inverters,47
adders and majority gates,13
-- through the flow --
stage	setup WS (ps)	util, %	total power, W	area, um2
after detailed placement	1513	56.66	0.0002831	8710
after global placement	1521	56.66	0.0002797	8710
after floorplan	1282	-	0.0002353	8200
Power is estimated from default activity; no workload was simulated.
